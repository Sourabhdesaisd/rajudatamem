<file path="./run.sh">
#!/bin/bash
# OpenROAD 26Q1-2900-gdf79404cd8, Yosys 0.63+post, stock flow scripts
make -C /OpenROAD-flow-scripts/flow DESIGN_CONFIG=/design/flow/config.mk WORK_HOME=/design/flow/orfs finish
</file>
<file path="./config.mk">
export PLATFORM = sky130hd
export DESIGN_NAME = load_datapath
export DESIGN_NICKNAME = load_datapath
export VERILOG_FILES = /design/flow/design.v
export SDC_FILE = /design/flow/constraint.sdc
export NUM_CORES = 4
export LEC_CHECK = 1
export CORE_AREA = 10 10 75 75
export DIE_AREA = 0 0 85 85
</file>
<file path="./constraint.sdc">
current_design load_datapath

set clk_period 4.0
set clk_io_pct 0.2

create_clock -name clk0 -period $clk_period

set non_clock_inputs [all_inputs -no_clocks]
set_input_delay [expr $clk_period * $clk_io_pct] -clock clk0 $non_clock_inputs
set_output_delay [expr $clk_period * $clk_io_pct] -clock clk0 [all_outputs]
</file>
<file path="./design.v">
module load_datapath (
    input  wire [2:0]  load_type,    
    input  wire [31:0] mem_data_in,  
    input  wire [31:0] addr,
    output wire [31:0] read_data     
);
    wire [31:0] MDR = mem_data_in;
    wire [7:0] selected_byte =
        (addr[1:0] == 2'b00) ? MDR[7:0] :
        (addr[1:0] == 2'b01) ? MDR[15:8] :
        (addr[1:0] == 2'b10) ? MDR[23:16] :
                               MDR[31:24];
    wire [15:0] selected_half =
        addr[1] ? MDR[31:16] : MDR[15:0];
    wire [31:0] ext_byte =
        (load_type == 3'b000) ? {{24{selected_byte[7]}}, selected_byte} :   
        (load_type == 3'b011) ? {24'b0, selected_byte} :                   
                                32'b0;
    wire [31:0] ext_half =
        (load_type == 3'b001) ? {{16{selected_half[15]}}, selected_half} :  
        (load_type == 3'b100) ? {16'b0, selected_half} :                    
                                32'b0;
    assign read_data =
        (load_type == 3'b010) ? MDR :          
        (load_type == 3'b000 || load_type == 3'b011) ? ext_byte :
        (load_type == 3'b001 || load_type == 3'b100) ? ext_half :
        32'b0;
endmodule
</file>
==> results.yml <==
# yosys + openroad results
outcome:
  status: "completed"
global_route:
  grt_max_degree: 22
  grt_pass1_wl_mm: 6.81
  antenna_found_initial: 0
  grt_pass1_vias: 1335
  track_usage_pct: 11.1
  overflow: 0
cells_and_area:
  drive_above_1_share_pct: 9.77
  final.clkbuf_count: 0
  areaGrowthSynthToFinish_pct: 71.8
  nFlopsAndLatches: 0
  fin_util_pct: 43.5
  mostFrequentLayoutCells: "69 x clkdlybuf4s50_1, 24 x a21oi_1, 18 x inv_1"
  layout_top_cell: "clkdlybuf4s50_1"
  regArea_sq_um: 0
final_timing:
  fin_hold_ws_ps: 2560
  tightest_slew_ps: 372
  setup_viol: 0
  drv_slew: 0
  grt_setup_unrepaired: "false"
  fin_tns_setup_ps: 0
  maxSlewHeadroom_pct: 75.1
  period_needed_ps: 3850
  hold_violations: 0
  timing.final.crit_share_pct: 96.1
  max_freq_mhz: 260
clock_tree:
  ctsResizeCount: 0
  post_cts_buffers: 0
  cts_hold_buffers: 0
routing:
  vias: 1310
  diodes: 0
  drt_pass1_iterations: 4
  via_per_inst: 4.94
  drc_errors: 0
  drt-initial-drc-count: 64
  routed_wl_mm: 4.29
  wl_per_cell_microns: 16.2
  ant_nets: 0
die:
  dieHeight_microns: 85
  dieArea_sq_mm: 0.00723
  fp_util_pct: 25.3
  pin_count: 99
  core_sq_mm: 0.00406
  chipWidth_microns: 85
  rows: 23
logic_synthesis:
  yosys_area_sq_mm: 0.00103
  ys_seq_share_pct: 0
  synth_stat.cells: 153
  yosysWarnings: 0
  top_area_share_pct: 17.5
  synthTopCellsByArea: "mux4_2 18%, mux2i_1 17%, a21oi_1 12%, inv_1 6.6%, nand2_1 5.8%"
  syn_area_sq_mm: 0.00103
  top_area_cell: "mux4_2"
  synth_cells: 153
  syn_area_per_cell_sq_um: 6.72
  synth_cell_types: 27
setup_path:
  cp-end-kind: "output port"
  cp.required_ps: 3200
  cp_max_fo: 16
  crit_arrival_ps: 3050
  worstSetupPathType: "in2out"
  cp-start-kind: "input pin"
placed_design:
  io_buffers: 69
  hpwl_mm: 3.34
  place_congestion: 0.812
run:
  drv_cap: 0
  warnings: 62
power:
  ir_drop_v: 0.0000397
  total_leakage_power_nw: 0.763
  powerDensity_mw_per_mm2: 112
  report.power.total_w: 0.000198
worst_hold_path:
  hold_class: "in2out"
[critical path, cell delays in order]
cell and delay, ps:
clkdlybuf4s50_1 510, mux4_2 540, a221o_1 370, nand2_2 300
a21oi_1 90, clkdlybuf4s50_1 440
[cells in the mapped netlist, types with 2 or more instances]
library cell / number
a21oi_1: 24
a31oi_1: 8
and2_1: 2
buf_2: 3
buf_6: 2
clkbuf_1: 10
inv_1: 18
mux2i_1: 17
mux4_2: 8
nand2_1: 16
nor2_1: 8
nor2b_1: 2
o211ai_1: 7
o21ai_0: 8
o21bai_1: 7
or3b_2: 2
[logic make-up (layout without fill, tap and decap cells)]
kind of cell	after synthesis	in the layout	synth area share (%)
muxes	26	26	35.2
and+or+nand+nor	35	35	16.7
AOI/OAI and AO/OA	58	58	33.9
buffers and inverters	34	96	14.2
[final timing paths]
check,startpoint,endpoint,slack (ps),cells past startpoint
min,mem_data_in[16],read_data[16],2560,4
max,addr[0],read_data[31],150,6
[power breakdown]
part,internal (W),switching [W],leakage [nW]
Combinational,0.000124,0.0000744,0.763
Sequential,0,0,0
Clock,0,0,0
Total,0.000124,0.0000744,0.763
[routing by layer]
layer | vias up | track usage, % | routed length (microns)
met5 | - | 0 | 0
met4 | 0 | 0 | 0
met3 | 0 | 2.79 | 346
met2 | 39 | 19.8 | 2170
met1 | 584 | 13.9 | 1770
li1 | 687 | - | -
[metrics by stage]
step                      setup WS [ps]  std cells  area, sq um
after floorplan                    1120        153         1030
after global placement              116        265         1770
after detailed placement            126        265         1770
after CTS                           127        265         1770
after global routing               18.4        265         1770
final                               155        265         1770
[cell type report]
| cell class | instances | area, sq um |
|---|---|---|
| inverter | 19 | 71.3 |
| multi-input combinational | 119 | 882 |
| timing repair buffer | 77 | 751 |
| tap | 50 | 62.6 |
| fill | 425 | 2290 |
Power is estimated from default activity; no workload was simulated.
