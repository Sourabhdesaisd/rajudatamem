==> design.v <==
module store_datapath (
    input  wire [1:0]  store_type,  
    input  wire [31:0] write_data,  
    input  wire [31:0] addr,        
    output reg  [31:0] mem_write_data,
    output reg  [3:0]  byte_enable
);
    always @(*) begin
        mem_write_data = 32'b0;
        byte_enable    = 4'b0000;
        case(store_type)
            2'b00: begin
                mem_write_data = {4{write_data[7:0]}};  
                case(addr[1:0])
                    2'b00: byte_enable = 4'b0001;
                    2'b01: byte_enable = 4'b0010;
                    2'b10: byte_enable = 4'b0100;
                    2'b11: byte_enable = 4'b1000;
                endcase
            end
            2'b01: begin
                mem_write_data = {2{write_data[15:0]}};
                byte_enable = addr[1] ? 4'b1100 : 4'b0011;
            end
            2'b10: begin
                mem_write_data = write_data;
                byte_enable    = 4'b1111;
            end
        endcase
    end
endmodule
==> run.sh <==
#!/bin/bash
# OpenROAD 26Q1-2900-gdf79404cd8, Yosys 0.63+post, stock flow scripts
make -C /OpenROAD-flow-scripts/flow DESIGN_CONFIG=/design/flow/config.mk WORK_HOME=/design/flow/orfs finish
==> config.mk <==
export PLATFORM = sky130hd
export DESIGN_NAME = store_datapath
export DESIGN_NICKNAME = store_datapath
export VERILOG_FILES = /design/flow/design.v
export SDC_FILE = /design/flow/constraint.sdc
export NUM_CORES = 4
export LEC_CHECK = 1
export CORE_AREA = 10 10 70 70
export DIE_AREA = 0 0 80 80
==> constraint.sdc <==
current_design store_datapath

set clk_period 3.1
set clk_io_pct 0.2

create_clock -name clk0 -period $clk_period

set non_clock_inputs [all_inputs -no_clocks]
set_input_delay [expr $clk_period * $clk_io_pct] -clock clk0 $non_clock_inputs
set_output_delay [expr $clk_period * $clk_io_pct] -clock clk0 [all_outputs]
==> reports/results.txt <==
Outcome = complete, no violations
First-pass GRT wire length = 4460 um
Finished Layout Cells = 206
Fmax achieved = 342 MHz
Clock Power Share = 0
Routed Antenna Nets = 0
Largest net degree at the start of global routing = 19
NetSw = 51.9 uW
Layout cells sized above 1 = 0.131
Initial DRC Count = 9
Register share of total power = 0
Hold depth = 3
Internal power = 131 uW
Final core utilization = 0.383
Yosys stat area = 523 um^2
Total power = 183 uW
Antenna violations before repair = 0
Crit path DAT = 2.30 ns
Num rows = 21
Area leader, netlist = a21oi_1
Critical-path cell list = clkdlybuf4s50_1 > buf_4 > and2b_1 > a21oi_1 > o21ai_0 > clkdlybuf4s50_1
Crit path DRT = 2.48 ns
Die W = 80 um
Total grt overflow = 0
Worst Hold Slack = 2.18 ns
Most numerous cell in the Yosys netlist = a21oi_1
# hold bufs at CTS = 0
Setup crit start kind = input pin
Syn_area_per_cell = 6.15 um^2
Crit path max-delay family = buffers and inverters
Io pins = 102
Unique cell types = 21
Drt drc = 0
Final setup fails = 0
WP depth = 6
Bufs and invs on worst path = 3
Die height = 80 um
# Max-Cap Violations = 0
Critical Path End Type = primary output
Total wire length = 2890 um
PD cells = 140 nW/um^2
Setup TNS = 0 ns
Main area contributors = a21oi_1 19%, o21ai_0 14%, a21o_1 11%
Clk_buf instances = 0
CP max stage delay = 0.51 ns
Floorplan core density = 0.153
Peak supply drop = 0.0510 mV
Core Area = 3420 um^2
Vias in the first global route = 871
Post CTS Setup Buffer Count = 0
Worst Max-Slew Pin Slew = 0.240 ns
Vias = 843
Die ar. = 6400 um^2
Critical Path Slowest Stage Cell = clkdlybuf4s50_1
Crit share post-route = 0.943
Fin crit period = 2.92 ns
Combinational Power Share = 1.000
Unrepaired setup endpoints after global routing = false
CP dominant cell by count = clkdlybuf4s50_1
Cell area after synthesis = 523 um^2
Routability Congestion = 0.761
Number of cells after detailed placement = 206
Number of gates resized after CTS = 0
Sequential area share after synthesis = 0
Register area = 0 um^2
Fin. max-slew vios = 0
Total iterations of the first detailed-routing run = 4
Max-slew headroom = 0.840
Routed len/inst = 14.0 um
Final HPWL from detailed placement = 2480 um
Area Growth Syn to Fin = 150%
Yosys stat cell total = 85
I/O Buffers = 72
Top cells by count, synth = 20 x a21oi_1, 15 x o21ai_0, 9 x nand2_1
Crit path max fanout = 10
Yosys Warn Count = 1
GRT Resource Usage Total = 0.0838
Post-Synthesis Cells = 85
Sw Share = 0.284
Flops = 0
Setup CP Type = input pin to primary output
Hold Violations, Final = 0
Min-Delay Path Class = input pin to primary output
DR vias/cell = 4.09
Antenna cell count = 0
Number of logged tool warnings = 62
Largest type area fraction = 0.191
Leak = 0.000542 uW
[worst min-delay path: stages]
cell	delay, ns
clkdlybuf4s50_1	0.40
and2_1	0.13
clkdlybuf4s50_1	0.40
[logic make-up after synthesis]
group,count (synthesis),synth area share
AOI/OAI and AO/OA,46,0.483
buffers and inverters,8,0.141
muxes,1,0.0191
and+or+nand+nor,30,0.356
[worst paths after layout]
check,start,end
hold / removal,write_data[7],mem_write_data[7]
setup / recovery,store_type[1],mem_write_data[28]
[cell type report]
type               count  area (um^2)
fillers              351         2110
repair buffers        82          796
multi-input cells     77          452
well taps             46         57.6
inverters              1         3.75
[power by group through the flow]
stage     clock network, uW  logic (uW)  registers, uW
6_report                  0         183              0
4_1_cts                   0         187              0
5_1_grt                   0         202              0
[per-layer routing]
| metal | wire length, um | share of wire | vias to the layer above | track usage |
|---|---|---|---|---|
| met5 | 0 | 0 | - | 0 |
| met4 | 0 | 0 | 0 | 0 |
| met3 | 236 | 0.082 | 0 | 0.0250 |
| met2 | 1450 | 0.50 | 27 | 0.148 |
| met1 | 1200 | 0.41 | 369 | 0.103 |
| li1 | - | - | 447 | - |
[stage by stage]
| step | setup slack, ns | instance area [um^2] |
|---|---|---|
| 5_1_grt | 0.0494 | 1310 |
| 3_5_place_dp | 0.0931 | 1310 |
| 6_report | 0.177 | 1310 |
| 3_3_place_gp | 0.123 | 1310 |
| 2_1_floorplan | 1.41 | 523 |
| 4_1_cts | 0.0921 | 1310 |
[cell usage in the layout, fill, tap and decap left out]
master	synthesis	routed
and2b_1	3	3
and2_1	2	2
nor2b_1	3	3
nand2_2	0	1
a21o_1	8	8
o21ai_1	2	2
o21ai_0	15	15
nand2_1	9	8
nor2b_2	3	3
mux2i_1	1	1
clkdlybuf4s50_1	0	72
nor2_1	2	2
inv_1	1	1
nand2b_1	1	1
nor2b_4	1	1
a21oi_1	20	20
and2_2	6	6
buf_4	0	10
o21a_1	1	1
Power figures rest on the tool's default switching activity, not on a simulated workload.
